==> flow/design.v <==
module address_uart_generator(s_tick,address_uart,recieving,recieve_over,recieve_start,transmit_begin,transmit_active,transmit_over,finish,write_en_uart,start_calculation,uart_en,rx_check);
	input s_tick;
	output reg [19:0] address_uart =20'd0;
	input recieving,recieve_over,recieve_start;
	output reg transmit_begin =1'b0;
	input transmit_active,transmit_over;
	input finish;
	output reg [1:0] write_en_uart;
	output reg start_calculation=1'b0;
	output reg uart_en =1'b0;
	reg[3:0] state;
	parameter idle_rx=4'd0,data_bits=4'd1, write_state=4'd2 , write_idle=4'd3, cal_address_uart=4'd4, over_rx=4'd5;
	parameter idle1_tx=4'd6,idle2_tx=4'd7, read_state=4'd8 ,transmit_start=4'd9,transmitting=4'd10,calc_tx_address_uart=4'd11,over_tx =4'd12;
	parameter write=2'b11, read=2'b00, h_imp = 2'd10;
	parameter end_of_original_image=20'd65535 , begining_of_sampled_image= 20'd65536, end_of_sampled_image = 20'd81919;
	output  [7:0] rx_check;
	always@(posedge s_tick)
		begin
			case(state)
				idle_rx:
					begin
						if(recieve_start)
							state=data_bits;
					end
				data_bits:
					begin
						if(recieving==1'b0)
							state=write_state;
						else
							state=data_bits;
					end
				write_state:
					begin
						write_en_uart=write;
						uart_en =1'b1;
						state=write_idle;
					end
				write_idle:
					state=cal_address_uart;
				cal_address_uart:
					begin
						if(recieve_over)
							begin
								write_en_uart= h_imp;
								uart_en =1'b0;
								if(address_uart==end_of_original_image) 
									begin
										state=over_rx;
									end
								else
									begin
										address_uart=address_uart+1'b1;
										state=idle_rx;
									end
							end
						else
							state= cal_address_uart;
					end
				over_rx:
					begin
						start_calculation=1'b1;
						uart_en =1'b0; 
						state=idle1_tx;
					end
				idle1_tx:
					begin
						if(finish)  
							begin 
								address_uart=begining_of_sampled_image;  
								state=idle2_tx;
							end
					end
				idle2_tx:
					begin
						state= read_state;
						write_en_uart=read;
						uart_en =1'b1;
					end
				read_state:
					begin
						state= transmit_start;
					end
				transmit_start:
					begin
						transmit_begin=1'b1;
						if(transmit_active)
							begin
								transmit_begin=1'b0;
								state= transmitting;
							end
					end
				transmitting:
					begin
						if(transmit_active==1'b0)
							state=calc_tx_address_uart;
						else
							state=transmitting;
					end				
				calc_tx_address_uart:
					begin
						write_en_uart=h_imp;
						uart_en =1'b0;
						if(transmit_over)
							begin
								if(address_uart==end_of_sampled_image) 
									begin
										state=over_tx;
									end
								else
									begin
										state=idle2_tx;
										address_uart=address_uart+1'b1;
									end
							end
						else
							state=calc_tx_address_uart;
					end
				over_tx:
					begin
						uart_en =1'b0;
					end
				default:
					state=idle_rx;
			endcase
	end
	assign rx_check=address_uart[7:0];
endmodule
==> flow/run.sh <==
#!/bin/bash
# OpenROAD 26Q1-2900-gdf79404cd8, Yosys 0.63+post, stock flow scripts
make -C /OpenROAD-flow-scripts/flow DESIGN_CONFIG=/design/flow/config.mk WORK_HOME=/design/flow/orfs finish
==> flow/config.mk <==
export PLATFORM = sky130hd
export DESIGN_NAME = address_uart_generator
export DESIGN_NICKNAME = address_uart_generator
export VERILOG_FILES = /design/flow/design.v
export SDC_FILE = /design/flow/constraint.sdc
export NUM_CORES = 4
export LEC_CHECK = 1
export CORE_UTILIZATION = 30
==> flow/constraint.sdc <==
current_design address_uart_generator

set clk_period 3.9
set clk_io_pct 0.2

create_clock -name clk0 -period $clk_period [get_ports {s_tick}]

set non_clock_inputs [all_inputs -no_clocks]
set_input_delay [expr $clk_period * $clk_io_pct] -clock clk0 $non_clock_inputs
set_output_delay [expr $clk_period * $clk_io_pct] -clock clk0 [all_outputs]
==> flow_metrics.py <==
# Generated from Yosys and OpenROAD reports
metrics = {
    "job": {
        "cap_viol_max_count": 0,
        "warning_count": 25,
    },
    "power": {
        "clkPwrFrac": 0.159,
        "p_comb_frac": 0.369,
        "power_density_nw_per_um2": 625,
        "swShare": 0.357,
        "internal-power_uw": 939,
        "vdd_drop_max_uv": 221,
        "power.static_leakage_nw": 0.773,
        "switchingPower_uw": 522,
        "seqPwrFrac": 0.473,
    },
    "clock_network": {
        "ctsResizeCount": 0,
        "clock_latency_ns": 0.28,
        "cts_buffers": 5,
        "cts_sinks": 29,
        "clkTransAtPathRegs_ns": 0.06,
        "clock_path_buffers": 2,
        "cts_hold_buf": 0,
        "cts_tree": "done",
        "root_buffer": "clkbuf_8",
        "post-cts-setup-buffers": 0,
        "htree_levels": 2,
    },
    "worst_hold_path": {
        "worst_hold_path.num_cells": 1,
        "min-delay-path-class": "reg -> reg",
        "min_from": "address_uart[0]",
        "worstHoldEndpoint": "address_uart[0]",
    },
    "critical_path": {
        "cp.required_ns": 3.91,
        "r2r-start": "state[0]",
        "endpoint_kind": "register",
        "crit_type": "reg -> reg",
        "cp_top_family": "simple AND/OR/NAND/NOR gates",
        "cp.arrival_ns": 2.28,
        "crit_chain": "or4b_1 > nor4_1 > a21oi_1 > and3_1 > buf_4",
        "rr_worst_depth": 5,
        "rrSetupSlack_ns": 1.63,
        "worst-path-buf-inv": 1,
        "cpMaxStageDelayCell": "edfxtp_1",
        "cp_max_fo": 20,
        "r2r_end": "address_uart[2]",
        "startpoint_type": "register",
        "cpPeakStageDelay_ns": 0.65,
    },
    "global_routing": {
        "overflow": 0,
        "grt_usage": 0.137,
        "grt_antenna_before_repair": 0,
        "grt_pass1_vias": 1436,
        "grt_max_degree": 22,
        "grt_pass1_wl_mm": 6.79,
    },
    "synth": {
        "ys_types": 49,
        "ys_cells": 187,
        "edf_count": 29,
        "yosys_warnings": 2,
        "yosysSeqAreaShare": 0.469,
        "avgSynthCellArea_um2": 9.94,
        "synth_area_um2": 1860,
        "synth_flops": 29,
        "syn-instance-count": 187,
        "synth-async-reset-ratio": 0,
        "top_cell_area_share": 0.469,
        "ff_type": "edfxtp_1",
        "top_cells_by_area": "edfxtp_1 47%, xor2_1 3.8%, nor2_1 3.6%",
        "yosys_area_um2": 1860,
        "synth.largest_area_cell": "edfxtp_1",
    },
    "finish": {
        "drive_gt1_frac": 0.0776,
        "syn_to_final_growth_pct": 25.9,
        "fin_area_um2": 2340,
        "mostFrequentLayoutCell": "clkdlybuf4s50_1",
        "fin_cells": 294,
        "fill_cells": 581,
        "mostFrequentLayoutCells": "39 x clkdlybuf4s50_1, 29 x edfxtp_1, 18 x nor2_1, 13 x a21oi_1, 11 x nand3_1",
    },
    "route": {
        "avgRoutedWirePerCell_um": 13.4,
        "diodes": 0,
        "drcViolationCount": 0,
        "dr.first_iter.drc_count": 126,
        "num_vias": 1530,
        "drt_pass1_iterations": 4,
        "routed_via_density": 5.20,
        "drt_wl_total_mm": 3.94,
        "postRouteAntennaNets": 0,
    },
    "timing": {
        "fin_ws_ns": 1.63,
        "slew_viol_final": 0,
        "setup_viol": 0,
        "period_minus_slack_ns": 2.27,
        "max_freq_ghz": 0.441,
        "worstMarginPinSlew_ns": 0.778,
        "finalCritPeriodShare": 0.582,
        "fin_setup_tns_ns": 0,
        "hold_viol_final": 0,
        "relSlewSlack": 0.481,
        "finClkSkew_ns": 0.00482,
        "rsz0062_at_grt": "false",
    },
    "floorplanning": {
        "floorplanUtilization": 0.312,
        "die-area_um2": 6510,
        "num_rows": 28,
        "fp.dieW_um": 80.7,
        "dieHeight_um": 80.7,
        "pin_count": 40,
        "coreArea_um2": 5960,
    },
    "placement": {
        "gp_congestion": 0.813,
        "placedCellCount": 286,
        "dpl_cell_area_um2": 2260,
        "dpl_worst_slack_ns": 1.54,
        "dp_hpwl_mm": 2.68,
        "port_buffers": 39,
    },
    "run_status": {
        "status": "finished clean",
    },
}
[cell type report]
cell class,instances,area [um^2],area share
clock buffer,5,68.8,0.0294
sequential,29,871,0.372
tap,75,93.8,0.0401
multi-input combinational,138,880,0.376
clock inverter,3,12.5,0.00535
timing repair buffer,40,398,0.170
inverter,4,15.0,0.00642
[per-stage QoR]
step / power, mW / hold slack (ns) / utilization
global route: 1.58 / 0.740 / 0.393
finish: 1.46 / 0.686 / 0.393
global placement: 1.24 / 0.679 / 0.379
detailed placement: 1.23 / 0.693 / 0.379
floorplan: 1.00 / 0.598 / -
CTS: 1.47 / 0.704 / 0.393
[worst max path at each step]
stage | start | cells after the start | end
CTS | state[0] | 5 | address_uart[9]
global route | state[0] | 5 | address_uart[6]
finish | state[0] | 5 | address_uart[2]
[worst reg2reg max path, cell delays in order, from the launching register on]
cell and delay (ns):
edfxtp_1 0.65, or4b_1 0.65, nor4_1 0.19, a21oi_1 0.12, and3_1 0.16, buf_4 0.22
[per-layer routing]
layer  share of wire  track usage  vias up  wire length [um]
met5               0            0        -                 0
met4          0.0099       0.0214        0                39
met3           0.069       0.0381        5               273
met2            0.46        0.201       49              1800
met1            0.46        0.214      715              1830
li1                -            -      761                 -
[power by group through the flow]
stage / clock (mW) / sequential, mW / combinational, mW
finish: 0.232 / 0.691 / 0.539
global route: 0.251 / 0.721 / 0.609
CTS: 0.237 / 0.691 / 0.541
[flip-flops by register name (all words and copies together) (netlist names)]
name	flops
write_en_uart	2
transmit_begin	1
state	4
uart_en	1
address_uart	20
start_calculation	1
[cell usage after synthesis, types with 3 or more instances]
cell / n
buf_4: 8
o21ai_0: 8
nand2_1: 9
xnor2_1: 3
or3_1: 8
nand2b_1: 5
nand3_1: 11
a21oi_1: 13
clkbuf_1: 6
nor3b_1: 4
and4_1: 3
nor2_1: 18
a31oi_1: 3
xor2_1: 8
inv_1: 4
edfxtp_1: 29
nand4_1: 7
[logic make-up (layout without fill, tap and decap cells)]
logic type / after synthesis / count (layout) / share of synthesized area
buffers and inverters: 20 / 52 / 0.0579
flip-flops: 29 / 29 / 0.469
multiplexers: 1 / 1 / 0.00606
adder cells (fa/ha/maj): 1 / 1 / 0.00673
XOR/XNOR: 11 / 11 / 0.0519
other: 1 / 1 / 0.00202
AND-OR/OR-AND: 33 / 33 / 0.105
AND/OR/NAND/NOR: 91 / 91 / 0.302
Power is estimated from default activity; no workload was simulated.
