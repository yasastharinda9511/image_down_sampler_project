### flow/config.mk
export PLATFORM = sky130hd
export DESIGN_NAME = rx
export DESIGN_NICKNAME = rx
export VERILOG_FILES = /design/flow/design.v
export SDC_FILE = /design/flow/constraint.sdc
export NUM_CORES = 4
export LEC_CHECK = 1
export CORE_AREA = 10 10 85 85
export DIE_AREA = 0 0 95 95
### flow/constraint.sdc
current_design rx

set clk_period 1.9
set clk_io_pct 0.2

create_clock -name clk0 -period $clk_period [get_ports {s_tick}]

set non_clock_inputs [all_inputs -no_clocks]
set_input_delay [expr $clk_period * $clk_io_pct] -clock clk0 $non_clock_inputs
set_output_delay [expr $clk_period * $clk_io_pct] -clock clk0 [all_outputs]
### flow/design.v
module rx(rx,s_tick,out_data,recieve_over,recieve_start,recieving);
	input s_tick,rx;
	output reg [15:0] out_data =16'd0;
	reg [3:0] tick_count=4'b0000;
	parameter IDLE=3'b00,start =2'b01, data_bits=2'b10,end_bit=2'b11;
	reg [2:0] state = IDLE;
	reg [2:0]data_index=3'b111;
	output reg recieve_over=1'b0,recieve_start=1'b0,recieving=1'b0;
	always@(posedge s_tick)
		begin
			case(state)
				start: 
					begin
						recieving=1'b1;
						if (tick_count==4'b0111) 
							begin
								state= data_bits;
								tick_count=4'b0000;
								data_index=3'b000;
							end	
						else tick_count= tick_count+1;
					end
				data_bits:
					begin
					recieving=1'b1;
					if (tick_count==4'b1111)
						begin
							out_data[data_index]=rx;
							tick_count=4'b0000;
							if(data_index==3'b111) 
								begin
									state= end_bit;
									tick_count=4'b0000;
								end
							else data_index=data_index+1'b1;
						end
					else tick_count=tick_count+1'b1;
					end
				end_bit:
					begin
						recieving=1'b0;
						if (tick_count==4'b1111)
							begin
								state =IDLE;
								recieve_over=rx;
							end
						else tick_count=tick_count+1'b1; 
					end
				default:
					begin
						state=IDLE;
						tick_count=4'b0000;
						data_index=3'b000;
						recieve_over=1'b0;
						recieve_start=1'b0;
						recieving=1'b0;
						if(rx==1'b0) 
							begin
								state=start;
								recieve_start=1'b1;
							end
					end
			endcase
		end
endmodule
### flow/run.sh
#!/bin/bash
# OpenROAD 26Q1-2900-gdf79404cd8, Yosys 0.63+post, stock flow scripts
make -C /OpenROAD-flow-scripts/flow DESIGN_CONFIG=/design/flow/config.mk WORK_HOME=/design/flow/orfs finish
==> impl_metrics.py <==
# Metrics from the implementation run
metrics = {
    "outcome": {
        "status": "complete, no violations",
    },
    "placed_design": {
        "placed_area_um2": 1410,
        "hpwl_um": 1590,
        "routabilityCongestion": 0.794,
        "io_buffers": 13,
        "place_worst_setup_slack_ns": 0.104,
    },
    "timing": {
        "drv_slew": 0,
        "rsz0062_at_grt": "true",
        "post-route-period-util_pct": 94.7,
        "worst_slack_ns": 0.100,
        "fmax_mhz": 556,
        "hold_viol": 0,
        "finalSetupViolCount": 0,
        "fin_crit_ns": 1.80,
        "skew_ns": 0.000621,
    },
    "grt": {
        "grtUsageTotal_pct": 4.70,
        "overflow": 0,
        "antenna_found_initial": 0,
        "grt_first_pass_wirelength_um": 3530,
        "grt_max_degree": 12,
        "grt_pass1_vias": 779,
    },
    "job": {
        "maxCapViolations": 0,
        "tool_warnings": 32,
    },
    "power_and_ir_drop": {
        "ir_drop_uv": 189,
        "power_leakage_nw": 0.549,
        "p_per_area_nw_per_um2": 544,
    },
    "setup_path": {
        "ff2ff_setup_slack_ns": 0.10,
        "worstPathMaxFanout": 7,
        "crit_path_start_kind": "flop",
        "critPathKind": "reg2reg",
        "crit_start": "data_index[1]",
        "reg2reg_depth": 4,
        "end_kind": "flop",
        "r2r-start": "data_index[1]",
        "worstPathArrival_ns": 1.81,
        "cp.required_ns": 1.91,
        "cp-endpoint": "out_data[4]",
        "crit-reg2reg-capture": "out_data[4]",
    },
    "routing": {
        "wl_per_cell_um": 10.8,
        "detail_route.iter0.violations": 60,
        "drt-total-wl_um": 2110,
        "vias": 793,
        "firstDrtPassIters": 6,
        "drtAntennaViolNets": 0,
        "drc_errors": 0,
        "viasPerCell": 4.07,
        "n_antenna_cell": 0,
    },
    "finish": {
        "design_area_um2": 1460,
        "drive_gt1_share_pct": 10.6,
        "nFillCells": 583,
        "area_growth_pct": 22.1,
    },
    "clocking": {
        "numClockSinks": 21,
        "clock_latency_ns": 0.25,
        "hold_buffers": 0,
        "path_clk_slew_ns": 0.07,
        "cts_tree": "yes",
        "cts_buffers": 3,
        "cts-htree-levels": 1,
        "cts_root_buf": "clkbuf_8",
        "cts_post_setup_buffers_inserted": 0,
        "cts.path.max_buffers": 2,
    },
    "die": {
        "pin_count": 21,
        "core_util_floorplan_pct": 21.8,
        "rows": 27,
        "die-width_um": 95,
        "core_area_um2": 5470,
        "die_y_um": 95,
        "dieArea_um2": 9030,
    },
    "yosys": {
        "synth_warnings": 1,
        "yosys-stat-cells": 105,
        "numSynthFlops": 21,
        "ys_seq_share_pct": 52.0,
        "syn_inst": 105,
        "syn_avg_cell_area_um2": 11.4,
        "synth_area_um2": 1190,
        "yosys_area_um2": 1190,
        "yosys.cell_types.count": 31,
    },
    "min_path": {
        "hp-class": "reg2reg",
        "hold_depth": 1,
    },
}
## worst min path at each step
stage | from | to | slack [ns]
finish | out_data[7] | out_data[7] | 0.57
global route | out_data[6] | out_data[6] | 0.60
CTS | out_data[3] | out_data[3] | 0.58
## metal layers
metal	share of wire, %	routed length, um	track usage, %	up-vias
met1	48	1010	6.78	368
li1	-	-	-	403
met2	43	916	7.09	20
met4	2.2	47	1.25	0
met5	0	0	0	-
met3	6.3	134	0.962	2
## where the power goes
part | switching (mW) | leakage, nW | internal [mW]
clock | 0.135 | 0.0228 | 0.149
sequential | 0 | 0.193 | 0.499
combinational | 0.00516 | 0.333 | 0.00447
total | 0.140 | 0.549 | 0.652
## stage by stage
step	hold WS (ns)	setup TNS [ns]	utilization, %	instances	power, mW
4_1_cts	0.580	0	26.6	195	0.809
2_1_floorplan	0.503	0	-	111	0.522
3_5_place_dp	0.558	0	25.7	191	0.520
6_report	0.575	0	26.6	195	0.793
3_3_place_gp	0.558	0	25.7	191	0.520
5_1_grt	0.599	-0.0311	26.6	195	0.832
## kinds of logic after synthesis
kind of cell | count (synthesis) | synth area share, %
compound gates | 14 | 8.70
flops | 21 | 52.0
fa+ha+maj | 10 | 10.5
mux | 3 | 2.83
xor+xnor | 4 | 2.94
other cells | 1 | 0.314
buf+inv | 17 | 7.65
simple gates | 35 | 15.1
## state kept, by name (all words and copies together) (netlist names)
name           flops
out_data           9
tick_count         4
data_index         3
state              2
recieve_over       1
recieve_start      1
recieving          1
## final cells by class
cell class | count | area [um2] | share of cell area [%]
clock buffer | 4 | 45.0 | 3.09
inverter | 7 | 26.3 | 1.80
multi-input combinational | 73 | 508 | 34.8
sequential | 21 | 621 | 42.6
tap | 72 | 90.1 | 6.18
timing repair buffer | 18 | 168 | 11.5
## synth_stat cells
cell type | n | area, um2
nor4_1 | 2 | 12.5
o211ai_1 | 1 | 7.51
clkbuf_2 | 1 | 5.00
xnor2_1 | 2 | 17.5
nor3_1 | 5 | 25.0
and4b_1 | 1 | 10.0
nand3b_1 | 1 | 7.51
nand3_1 | 4 | 20.0
nor3b_1 | 2 | 15.0
or3_1 | 1 | 6.26
a22o_1 | 2 | 17.5
clkbuf_1 | 2 | 7.51
nand4_1 | 1 | 6.26
ha_1 | 10 | 125
conb_1 | 1 | 3.75
mux2_2 | 3 | 33.8
a211o_1 | 1 | 8.76
and2_1 | 3 | 18.8
dfxtp_1 | 1 | 20.0
or2_2 | 1 | 6.26
o31ai_1 | 1 | 7.51
a21oi_1 | 3 | 15.0
o2bb2ai_1 | 4 | 35.0
nand2_1 | 8 | 30.0
inv_1 | 7 | 26.3
a211oi_1 | 1 | 7.51
o21ai_0 | 1 | 5.00
xor2_1 | 2 | 17.5
nor2_1 | 6 | 22.5
edfxtp_1 | 20 | 601
buf_4 | 7 | 52.6
## critical path, stage by stage (launching register included)
cell and delay (ns):
edfxtp_1 0.44, inv_1 0.12, ha_1 0.30, nor4_1 0.33
mux2_2 0.37
## what timing repair did
item,in CTS,in global routing
endpoints found under the setup margin,0,5
resized,0,1
endpoints found under the hold margin,0,0
## cells in the final DEF, fill, tap and decap left out, drive strengths merged
master         instances
mux2                   3
nand2                  8
o211ai                 1
nor3b                  2
edfxtp                20
or2                    1
dfxtp                  1
nand3                  4
xnor2                  2
o21ai                  1
nand3b                 1
ha                    10
a211oi                 1
buf                    5
a22o                   2
or3                    1
clkdlybuf4s50         13
inv                    7
a21oi                  3
o2bb2ai                4
clkbuf                 4
a211o                  1
nand4                  1
and2                   3
xor2                   2
conb                   7
o31ai                  1
nor2                   6
and4b                  1
nor3                   5
nor4                   2
No activity file was given, so power comes from the tool's default toggle rates.
