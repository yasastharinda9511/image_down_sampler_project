[/design/flow/constraint.sdc]
current_design state_machine

set clk_period 2.7
set clk_io_pct 0.2

create_clock -name clk0 -period $clk_period [get_ports {clk}]

set non_clock_inputs [all_inputs -no_clocks]
set_input_delay [expr $clk_period * $clk_io_pct] -clock clk0 $non_clock_inputs
set_output_delay [expr $clk_period * $clk_io_pct] -clock clk0 [all_outputs]
[/design/flow/run.sh]
#!/bin/bash
# OpenROAD 26Q1-2900-gdf79404cd8, Yosys 0.63+post, stock flow scripts
make -C /OpenROAD-flow-scripts/flow DESIGN_CONFIG=/design/flow/config.mk WORK_HOME=/design/flow/orfs finish
[/design/flow/design.v]
module state_machine(clk,sel_d,ctrl,flagA,flagB,constant,incr_en, merge_en, sel_c, d_RAM_en,ir_en,zero,great,instruction,mem_write_en);  
	parameter fetch1=4'b0000, decode= 4'b0001, execute=4'b0010,collect_constant=4'b0011,idle_read= 4'b0100,check_z=4'b0101,not_check_z=4'b0110,fetch2=4'b0111,constant2reg_fetch=4'b1000;
	parameter idle_constant=4'b1001 ,idle_exe= 4'b1010,not_check_z_fetch=4'b1011,check_z_fetch=4'b1100;
	parameter add=6'd1,sub=6'd2,mul=6'd3,div=6'd4,negation=6'd5, left_shift=6'd6, right_shift =6'd7, bit_and =6'd8, bit_or =6'd9,constant2reg=6'd10,Merge=6'd11; 
	parameter mem_write= 6'd12, mem_read= 6'd13 ,jumpz= 6'd14,njumpz =6'd15, over= 6'd16; 
	input clk;
	output reg [2:0] flagA,flagB;
	output reg [3:0] ctrl;
	output reg [3:0] sel_d ;
	output reg [15:0] constant;
	output reg incr_en, merge_en, sel_c,ir_en;
	output reg [1:0] d_RAM_en ;
	output reg mem_write_en;
	input zero,great;
	input [15:0]instruction;
	reg [5:0] opcode;
	reg [3:0] state;
	reg [3:0] current_state;
	reg [15:0] word;
	reg [31:0]word2;
	always@(posedge clk) 
		begin
			case(state)
				fetch1:
					begin
						current_state=fetch1;
						state=fetch2;
						sel_d=4'd0 ;ctrl=4'd0;flagA=3'd0;flagB=3'd0;
						merge_en=1'd0;sel_c=1'd0;d_RAM_en=2'b10;
						mem_write_en=1'd0;
						ir_en=1'd1;
						incr_en=1'd1;
					end
				fetch2:
					begin
						current_state=fetch2;
						state=decode;
						incr_en=1'd0;
					end
				decode:
					begin
						opcode=instruction[15:10];
						word =instruction;
						current_state=decode;
						if(opcode == add || opcode == sub || opcode == div || opcode == mul || opcode == negation ||opcode == left_shift || opcode == right_shift || opcode == bit_or || opcode ==bit_and)
							begin
									ir_en=1'd0;incr_en=1'd0;
									flagA=word[9:7];flagB=word[6:4];
									sel_c=1'b1;  
									ctrl=opcode[3:0];
									state=execute;
							end
						else if(opcode==constant2reg)
							begin
								sel_c=1'd0;
								ir_en=1'd1;
								incr_en=1'd1;
								state=constant2reg_fetch;
							end 
						else if(opcode==Merge)
							begin
								ir_en=1'd0;incr_en=1'd0;
								merge_en=1'd1;
								state=fetch1;
							end
						else if(opcode== mem_write)
							begin
								ir_en=1'd0;incr_en=1'd0;
								d_RAM_en=2'b11;
								state=fetch1;
							end
						else if(opcode== mem_read)
							begin
								ir_en=1'd0;incr_en=1'd0;
								d_RAM_en=2'b00;
								mem_write_en=1'd1;
								state=idle_read;
							end
						else if(opcode==jumpz)
							begin
								state=check_z_fetch;
								ir_en=1'd1;
								incr_en=1'd1;
								flagA=word[9:7];flagB=word[6:4];
								ctrl=sub;
							end
						else if(opcode==njumpz)
							begin
								state=not_check_z_fetch;
								ir_en=1'd1;
								incr_en=1'd1;
								flagA=word[9:7];flagB=word[6:4];
								ctrl=sub;
							end
						else if(opcode == over)
							begin
							end
					end
				execute:
					begin
						current_state=execute;
						if(opcode == add || opcode == sub || opcode == div || opcode == mul || opcode == negation ||opcode == left_shift || opcode == right_shift || opcode == bit_or || opcode ==bit_and)
							begin
									sel_d=word[3:0];
									state=fetch1;
							end	
					end
				idle_exe:
					begin
						current_state=idle_exe;
						state= fetch1;
					end
				constant2reg_fetch:
					begin
						incr_en=1'd0;
						current_state=constant2reg_fetch;
						state=collect_constant;
					end
				collect_constant:
					begin
						current_state=collect_constant;
						ir_en=1'd0;incr_en=1'd0;
						constant=instruction;
						sel_d=word[9:6];
						state=idle_constant;
					end
				idle_constant:
					begin
						current_state=idle_constant;
						state=fetch1;
					end
				idle_read: 
					begin
						current_state=idle_read;
						state=fetch1;
					end
				not_check_z_fetch:
					begin
						current_state=not_check_z_fetch;
						ir_en=1'd1;incr_en=1'd0;
						state=not_check_z;
					end
				not_check_z:
					begin
						current_state=not_check_z;
						ir_en=1'd0;incr_en=1'd0;
						constant=instruction;
						if(zero==1'b0)
								begin
									sel_c=1'b0;
									sel_d=4'd1;
								end
						state=idle_exe;
					end
				check_z_fetch:
					begin
						current_state=check_z_fetch;
						ir_en=1'd1;incr_en=1'd0;
						state=check_z;
					end
				check_z:
					begin
						current_state=check_z;
						ir_en=1'd0;incr_en=1'd0;
						constant=instruction;
						if(zero==1'b1)
								begin
									sel_c=1'b0;
									sel_d=4'd1;
								end
						state=idle_exe;
					end
			default:
				state=fetch1;
			endcase
		end
endmodule
[/design/flow/config.mk]
export PLATFORM = sky130hd
export DESIGN_NAME = state_machine
export DESIGN_NICKNAME = state_machine
export VERILOG_FILES = /design/flow/design.v
export SDC_FILE = /design/flow/constraint.sdc
export NUM_CORES = 4
export LEC_CHECK = 1
export CORE_UTILIZATION = 40
==> notes.md <==
Flow results follow.

Overall routing resource usage recorded by global route was 16.09%. In this run the maximum-capacitance check reported violations numbering 0. The worst setup path is launched from an input pin.

The dominant register cell is sky130_fd_sc_hd__edfxtp_1. Per the timing report, the achievable frequency comes out to 487.7 MHz. The total via count in the routed design is 1656.

The endpoint of the worst register-to-register path is word[9]. In the final report, the number of hold violations comes to 0. The first global-routing pass estimated 7203 um of wire. The slack of the worst reg-to-reg path is 700 ps.

The synthesized netlist contains 40 unique library cells. The cell total in the yosys stat output is 190. The leakage power in the latest report is 1.104 nW. The run finished with clean final reports. The final period utilization is 75.94%. The highest supply drop recorded on VDD is 0.0004283 V. The cell with the largest stage delay on the worst path is sky130_fd_sc_hd__or4_4.

The detail route stage leaves a number of antenna-violating nets equal to 0. The critical path data arrival time is 2120 ps. The root buffer cell is sky130_fd_sc_hd__clkbuf_8.

The area growth from synthesis to layout is 30.41%. The number of iterations in the first detailed-routing pass is 7. RePlAce ended its routability-driven mode at a weighted congestion of 0.8153. The clock reaches the later pin of the worst-skew pair after 300 ps. The share of final-layout standard cells stronger than drive strength 1 is 10.44%. The instance tally after logic synthesis is 190. The number of endpoints failing setup at the final stage is 0. The script logs the ratio of routed vias to standard cells as 5.111. Of the synthesized area, sequential elements account for 67.80%.

The clock net sink count is 55. Setup repair after global routing left no endpoint under its margin. Entering global routing, the biggest net connects 28 pins.

The DRC violation total left in the routed layout is recorded as 0. For this configuration, the core starts out at a cell density of 41.39%. The worst setup path category is in2reg. For this block, the routed nets add up to 4575 um of wire. The total die area is 6406 um2. Buffers inserted to repair hold after CTS numbered 0.

The number of antenna violations at the first check in global routing was 0. The final count of pins violating max slew is 0. A synthesized cell averages 12.82 um2. The launch instance of the worst register-to-register path is state[3].

The capture point of the critical path was reported as ir_en. The number of global-route vias before repair is 1375. After filler insertion, the fill cell instance count of the layout stands at 526. The number of clock buffers added by TritonCTS is 5. In this run the critical path is formed by clkdlybuf4s50_1, or4_4, a21oi_1, nor2b_1, nor4_1, nor2_1. The footprint of the flip-flops and latches is 1652 um2.

According to the hold report, the worst path is of the reg2reg type. In this run, post-CTS repair resized a total of 0 instances. Looking at the clock tree report, the H-tree level count equals 2.

The highest cell delay on the worst timing path is 580 ps. Detailed placement ended at an HPWL of 3152 um. The power density of the placed cells is 1054 nW/um2. The post-route setup TNS is 0 ps.

The CTS tree is done. The flip-flop and latch count after synthesis is 55. The relative max-transition margin is 69.75%. The total global routing overflow is 0. The wire length per cell after detailed routing is 14.12 um.

Yosys attributes the largest share of cell area to sky130_fd_sc_hd__edfxtp_1, sky130_fd_sc_hd__nor2_1, sky130_fd_sc_hd__and2_1, sky130_fd_sc_hd__a21oi_1, sky130_fd_sc_hd__nand2_1. The synthesized design contains 55 enable-type register cells. The proportion of synthesized flip-flops having asynchronous set or reset is 0%. The width of the chip is 80.04 um. The clock passes through at most 2 buffers.

In this run the cell area of the synthesized design comes to 2436 um2. The layout report lists the multi-input gate area as 685.7 um2. The y dimension of the die is 80.04 um. The launching element of the worst setup path is instruction[10]. Detailed-route iteration 0 reported a violation count of 107. The number of setup buffers added after CTS is 0. The timing report notes that buffer and inverter cells on the critical path total 1.

Summed over all instances, the cell type with the most area after synthesis is sky130_fd_sc_hd__edfxtp_1. Hold analysis shows the worst path with a depth of 2. The worst clock skew is 4.288 ps. The count of input and output buffers is 54. At the pin with the least slew margin, the transition time is 453.2 ps. The placement stage leaves a total instance area of 3065 um2. The cell count along the critical path is 6. Warnings reported by Yosys during synthesis add up to 1.

Looking at the critical path, the highest net fanout was 4. The count of pins on the block boundary is 56. The proportion of netlist area held by the largest area contributor is 67.80%. The number of placement rows is 28. The clock period could shrink to 2050 ps. The area recorded from the Yosys report for this design is 2436 um2. The cell family contributing the most delay on the critical path is simple AND/OR/NAND/NOR gates. The depth of the most critical reg-to-reg path is 4.

The clock edge transition at the registers on the reported setup and hold paths is 100 ps. According to the timing report, the data required time at the worst endpoint equals 2770 ps. The worst setup path is captured at a register. The total non-filler cell area in the finished layout is 3177 um2. The core region area is 5886 um2. Cells fill 53.98% of the core in the end. The routed design ends up with an antenna cell count of 0. The OpenROAD warning count is 26.
cell type report:
cell class	instances	share of cell area (%)
Inverter	3	0.3545
Timing Repair Buffer	65	19.61
Tap cell	75	2.954
Clock buffer	6	2.284
Clock inverter	2	1.221
Sequential cell	55	51.99
Multi-Input combinational cell	118	21.58
layout by cell type, fill, tap and decap left out, types with 2 or more instances in the layout:
cell                              count
sky130_fd_sc_hd__nand2_1             14
sky130_fd_sc_hd__inv_1                3
sky130_fd_sc_hd__buf_4               11
sky130_fd_sc_hd__and3_1               2
sky130_fd_sc_hd__a21oi_1             11
sky130_fd_sc_hd__o21ai_0             10
sky130_fd_sc_hd__clkbuf_8             5
sky130_fd_sc_hd__nand2b_1             4
sky130_fd_sc_hd__and2_1               9
sky130_fd_sc_hd__nand3_1              6
sky130_fd_sc_hd__nor2b_1              3
sky130_fd_sc_hd__or3_1                2
sky130_fd_sc_hd__a31oi_1              5
sky130_fd_sc_hd__or2_2                3
sky130_fd_sc_hd__nor3_1               5
sky130_fd_sc_hd__nor2_1              22
sky130_fd_sc_hd__edfxtp_1            55
sky130_fd_sc_hd__o211ai_1             2
sky130_fd_sc_hd__mux2i_1              3
sky130_fd_sc_hd__clkdlybuf4s50_1     54
synth_stat cells (2+ instances only):
| cell type | count |
|---|---|
| sky130_fd_sc_hd__clkbuf_1 | 3 |
| sky130_fd_sc_hd__nor2b_1 | 3 |
| sky130_fd_sc_hd__o21ai_0 | 10 |
| sky130_fd_sc_hd__o211ai_1 | 2 |
| sky130_fd_sc_hd__clkbuf_8 | 2 |
| sky130_fd_sc_hd__nor3_1 | 5 |
| sky130_fd_sc_hd__nand3_1 | 6 |
| sky130_fd_sc_hd__or3_1 | 2 |
| sky130_fd_sc_hd__inv_1 | 3 |
| sky130_fd_sc_hd__mux2i_1 | 3 |
| sky130_fd_sc_hd__and3_1 | 2 |
| sky130_fd_sc_hd__buf_2 | 4 |
| sky130_fd_sc_hd__nor2_1 | 22 |
| sky130_fd_sc_hd__edfxtp_1 | 55 |
| sky130_fd_sc_hd__a31oi_1 | 5 |
| sky130_fd_sc_hd__nand2b_1 | 4 |
| sky130_fd_sc_hd__a21oi_1 | 11 |
| sky130_fd_sc_hd__or2_2 | 3 |
| sky130_fd_sc_hd__and2_1 | 9 |
| sky130_fd_sc_hd__buf_6 | 3 |
| sky130_fd_sc_hd__nand2_1 | 14 |
logic make-up (layout without fill, tap and decap cells):
logic type,after synthesis,count (layout),share of synthesized area (%)
and+or+nand+nor,75,75,15.41
muxes,3,3,1.233
xor gates and xnor gates,2,2,0.7192
DFF,55,55,67.80
AOI/OAI and AO/OA,38,38,10.07
buffers and inverters,17,76,4.777
stage by stage:
step	cells	hold WS (ps)	worst slack [ps]	power [mW]
final	324	572.9	649.7	3.347
after global routing	324	629.8	493.0	3.577
after CTS	324	576.1	647.2	3.394
after detailed placement	316	552.5	311.6	2.842
after global placement	316	554.5	317.5	2.834
after floorplan	190	532.3	46.63	2.192
how the worst min path moves through the flow:
stage | start | to | slack, ps
6_report | word[2] | sel_d[2] | 570
5_1_grt | word[1] | sel_d[1] | 630
4_1_cts | word[2] | sel_d[2] | 580
tightest hold or removal path, cell delays in order (launching register included):
cell and delay (ps):
sky130_fd_sc_hd__edfxtp_1 330, sky130_fd_sc_hd__mux2i_1 60, sky130_fd_sc_hd__nor2_1 80
registers in the layout, indices dropped and copies added, names as in the netlist, 2 cells and up:
| signal | count |
|---|---|
| state | 4 |
| sel_d | 4 |
| opcode | 6 |
| d_RAM_en | 2 |
| ctrl | 4 |
| word | 8 |
| flagB | 3 |
| constant | 16 |
| flagA | 3 |
power by group:
group / switching [mW] / internal (mW)
registers: 0.0743 / 1.38
clock network: 0.261 / 0.280
logic: 0.680 / 0.675
total: 1.02 / 2.33
metal layers:
metal / share of wire [%] / vias to the layer above / GRT usage (%) / wire length, um
met5: 0 / - / 0 / 0
met4: 1.4 / 0 / 1.607 / 62
met3: 6.6 / 6 / 3.480 / 301
met2: 45 / 62 / 22.05 / 2064
met1: 47 / 772 / 29.95 / 2146
li1: - / 816 / - / -
Power figures rest on the tool's default switching activity, not on a simulated workload.
